**flow/config.mk**
```make
export PLATFORM = sky130hd
export DESIGN_NAME = formula
export DESIGN_NICKNAME = formula
export VERILOG_FILES = /design/flow/design.v
export SDC_FILE = /design/flow/constraint.sdc
export NUM_CORES = 4
export LEC_CHECK = 1
export CORE_UTILIZATION = 50
```
**flow/constraint.sdc**
```tcl
current_design formula

set clk_period 9.0
set clk_io_pct 0.2

create_clock -name clk0 -period $clk_period [get_ports {clk}]

set non_clock_inputs [all_inputs -no_clocks]
set_input_delay [expr $clk_period * $clk_io_pct] -clock clk0 $non_clock_inputs
set_output_delay [expr $clk_period * $clk_io_pct] -clock clk0 [all_outputs]
```
**flow/run.sh**
```bash
#!/bin/bash
# OpenROAD 26Q1-2900-gdf79404cd8, Yosys 0.63+post, stock flow scripts
make -C /OpenROAD-flow-scripts/flow DESIGN_CONFIG=/design/flow/config.mk WORK_HOME=/design/flow/orfs finish
```
**flow/design.v**
```verilog
module formula #(
    parameter int N = 8   
) (
    input logic clk,
    input logic rstn,
    input logic i_valid,
    input logic signed [N-1 : 0] a,
    input logic signed [N-1 : 0] b,
    input logic signed [N-1 : 0] c,
    input logic signed [N-1 : 0] d,
    output logic o_valid,
    output logic signed [N-1 : 0] q
);
    localparam int N_SUB1 =     N + 1;   
    localparam int N_MUL1 =     N + 2;   
    localparam int N_ADD1 =     N + 2;   
    localparam int N_MUL2 = 2 * N + 3;   
    localparam int N_MUL3 =     N + 2;   
    localparam int N_SUB2 = 2 * N + 4;   
    localparam int N_DIV  = 2 * N + 3;   
    localparam signed [N-1:0] MAX_VAL =  (1 << (N - 1)) - 1;
    localparam signed [N-1:0] MIN_VAL = -(1 << (N - 1));
    logic valid2;
    logic valid3;
    logic valid4;
    logic valid5;
    logic valid6;
    logic signed [N_SUB1-1:0] w_sub1;
    logic signed [N_MUL1-1:0] w_mul1;
    logic signed [N_MUL3-1:0] w_mul3;
    assign w_sub1 = a - b;
    assign w_mul1 = 3 * c;
    assign w_mul3 = 4 * d;
    logic signed [N_MUL1-1:0] r_mul1;
    logic signed [N_SUB1-1:0] r1_sub1;
    logic signed [N_MUL3-1:0] r1_mul3;
    always_ff @(posedge clk) begin
        if (!rstn) begin
            r1_sub1 <= '0;
            r_mul1  <= '0;
            r1_mul3 <= '0;
            valid2  <= '0;
        end else begin
            r1_sub1 <= w_sub1;
            r_mul1  <= w_mul1;
            r1_mul3 <= w_mul3;
            valid2  <= i_valid;
        end
    end
    logic signed [N_ADD1-1:0] w_add1;
    assign w_add1 = r_mul1 + N_ADD1'(1);
    logic signed [N_ADD1-1:0] r_add1;
    logic signed [N_SUB1-1:0] r2_sub1;
    logic signed [N_MUL3-1:0] r2_mul3;
    always_ff @(posedge clk) begin
        if (!rstn) begin
            r2_sub1 <= '0;
            r_add1  <= '0;
            r2_mul3 <= '0;
            valid3  <= '0;
        end else begin
            r2_sub1 <= r1_sub1;
            r_add1  <= w_add1;
            r2_mul3 <= r1_mul3;
            valid3  <= valid2;
        end
    end
    logic signed [N_MUL2-1:0]  w_mul2;
    assign w_mul2 = r2_sub1 * r_add1;
    logic signed [N_MUL2-1:0] r_mul2;
    logic signed [N_MUL3-1:0] r3_mul3;
    always_ff @(posedge clk) begin
        if (!rstn) begin
            r_mul2  <= '0;
            r3_mul3 <= '0;
            valid4  <= '0;
        end else begin
            r_mul2  <= w_mul2;
            r3_mul3 <= r2_mul3;
            valid4  <= valid3;
        end
    end
    logic signed [N_SUB2-1:0] w_sub2;
    assign w_sub2 = {{N_SUB2-N_MUL2{r_mul2[N_MUL2-1]}}, r_mul2} -
                    {{N_SUB2-N_MUL3{r3_mul3[N_MUL3-1]}}, r3_mul3};
    logic signed [N_SUB2-1:0] r_sub2;
    always_ff @(posedge clk) begin
        if (!rstn) begin
            r_sub2 <= '0;
            valid5 <= '0;
        end else begin
            r_sub2 <= w_sub2;
            valid5 <= valid4;
        end
    end
    logic signed [N_DIV-1:0] w_div;
    assign w_div = r_sub2 >>> 1;
	 logic signed [N_DIV-1:0] r_div;
    always_ff @(posedge clk) begin
        if (!rstn) begin
            r_div  <= '0;
            valid6 <= '0;
        end else begin
            r_div  <= w_div;
            valid6 <= valid5;
        end
    end
    logic signed [N-1:0] saturated_q;
    always_comb begin
        if (r_div > MAX_VAL) begin
            saturated_q = MAX_VAL;
        end else if (r_div < MIN_VAL) begin
            saturated_q = MIN_VAL;
        end else begin
            saturated_q = r_div[N-1:0];
        end
    end
    assign q = saturated_q;
    assign o_valid = valid6;
endmodule
```
==> impl_metrics.json <==
{
  "status": "complete, no violations",
  "yosys_warnings": 1,
  "postPlaceCellArea_mm2": 0.00877,
  "hold_path_startpoint": "r1_mul3[4]",
  "clk_pin_slew_worst_paths_ns": 0.06,
  "p_sw_w": 0.000486,
  "die_y_um": 130,
  "grt.total_usage_pct": 18.5,
  "worst-path-max-fanout": 9,
  "maxCapViolations": 0,
  "synthCells": 830,
  "io_buffers": 43,
  "power.internal_w": 0.00123,
  "core_mm2": 0.0159,
  "antenna_found_initial": 0,
  "die-area_mm2": 0.0168,
  "htreeDepth": 4,
  "worst_pin_slew_ns": 0.805,
  "hold_class": "flop to flop",
  "ios": 44,
  "slew_viol_final": 0,
  "first_pass_iters": 4,
  "rr_startpoint": "r2_sub1[0]",
  "p_per_area_mw_per_mm2": 183,
  "final_cell_mix": "123 x dfxtp_1, 115 x and2_1, 92 x inv_1",
  "postCtsResizedCells": 0,
  "fmax_ghz": 0.199,
  "cts_hold_buf": 0,
  "r2r-end": "r_mul2[18]",
  "stdcell_area_mm2": 0.00934,
  "ant_nets": 0,
  "fp-row-count": 46,
  "final.period_utilization_pct": 55.8,
  "yosys_cells": 830,
  "worst-r2r-setup-slack_ns": 3.98,
  "setup.worst_path.class": "flop to flop",
  "cts_setup_buffers": 0,
  "area_growth_pct": 14.6,
  "p_leak_nw": 4.39,
  "layout_top_cell": "dfxtp_1",
  "drc_errors": 0,
  "skew_ns": 0.00726,
  "power_w": 0.00171,
  "yosys-stat-area_mm2": 0.00815,
  "worst_setup_path_start_kind": "flop",
  "wl_per_cell_um": 12.3,
  "warnings": 25,
  "power_frac_comb_pct": 24.9,
  "required_ns": 9.30,
  "grt_max_degree": 92,
  "combGateArea_mm2": 0.00524,
  "hpwl_mm": 10.6,
  "hold_viol_final": 0,
  "p_sw_share_pct": 28.4,
  "drtIter0Drc": 193,
  "async_reset_ff_share_pct": 0,
  "drive_above_1_share_pct": 4.88,
  "min_path_cells": 1,
  "gp_congestion": 0.842,
  "route.vias.total": 5351,
  "power_frac_clock_pct": 37.2,
  "cts-buffers-inserted": 17,
  "cts_tree": "yes",
  "nFillCells": 1341,
  "num_antenna_cells": 0,
  "cts_max_path_buffers": 2,
  "grt_pass1_vias": 5222,
  "grt-ovfl-total": 0,
  "cts_root_buf": "clkbuf_16",
  "die_w_um": 130,
  "endpoint_kind": "flop",
  "synthesis.area_per_instance_um2": 9.82,
  "p_seq_share_pct": 37.9,
  "crit_arrival_ns": 5.32,
  "routed_wl_mm": 13.5,
  "final.min_clock_period_ns": 5.02,
  "r2r_cells": 16,
  "setup_violations": 0,
  "finalSetupTns_ns": 0,
  "cts.sinks": 123,
  "ys_ff": 123,
  "grt_first_pass_wirelength_mm": 23.6,
  "synth-main-ff-cell": "dfxtp_1",
  "flop_area_mm2": 0.00246,
  "fp-utilization_pct": 51.3,
  "slew_headroom_pct": 45.9,
  "ir_drop_mv": 0.155,
  "vias_per_cell": 4.87,
  "min_to": "r2_mul3[4]",
  "rsz0062_at_grt": "false",
  "enable_flop_cells": 0,
  "clkLatencyLatePin_ns": 0.41,
  "synth_area_mm2": 0.00815,
  "ys_seq_share_pct": 30.2,
  "synth_cell_types": 53
}
logic make-up after synthesis:
group / Yosys count / share of synthesized area, %
and+or+nand+nor: 287 / 19.2
adders and majority gates: 159 / 31.8
DFF: 123 / 30.2
buffers and inverters: 118 / 5.44
AOI/OAI and AO/OA: 101 / 8.71
xor gates and xnor gates: 36 / 3.87
muxes: 6 / 0.752
registers in the layout, summed over array words and instances, names as in the netlist:
register / cells
r1_mul3: 8
r1_sub1: 9
r2_mul3: 8
r2_sub1: 9
r3_mul3: 8
r_add1: 10
r_div: 19
r_mul1: 10
r_mul2: 18
r_sub2: 19
valid2: 1
valid3: 1
valid4: 1
valid5: 1
valid6: 1
worst max path at each step:
stage,to,depth (start not counted),start
CTS,r_mul2[18],16,r2_sub1[0]
global route,r_mul2[18],16,r2_sub1[0]
finish,r_mul2[18],16,r2_sub1[0]
synthesized netlist by cell type (all sizes together) (16+ instances only):
library cell / n / area (um2)
nor2: 40 / 150
inv: 93 / 349
nor3: 16 / 80.1
xor2: 19 / 166
dfxtp: 123 / 2460
xnor2: 17 / 149
clkbuf: 25 / 93.8
nand2: 50 / 188
nor2b: 20 / 133
fa: 80 / 1600
ha: 79 / 988
and2: 115 / 719
a21oi: 22 / 114
o21a: 16 / 120
power groups by stage:
stage	Sequential, W	Clock [W]	Combinational [W]
4_1_cts	0.000650	0.000653	0.000434
6_report	0.000649	0.000636	0.000427
5_1_grt	0.000658	0.000686	0.000491
area by class of cell:
class | count | share of cell area [%]
tap | 216 | 2.90
clock inverter | 14 | 1.50
timing repair buffer | 45 | 4.72
sequential | 123 | 26.4
multi-input combinational | 589 | 56.2
clock buffer | 18 | 4.60
inverter | 93 | 3.74
critical path, cell delays in order, from the launching register on:
cell	delay [ns]
dfxtp_1	0.50
nand2_1	0.16
inv_1	0.14
fa_1	0.57
fa_1	0.63
inv_1	0.12
fa_1	0.52
fa_1	0.54
inv_1	0.04
ha_1	0.29
ha_1	0.37
a21oi_1	0.15
o21ai_0	0.17
a22o_1	0.22
a211oi_1	0.25
xnor2_1	0.10
and2_1	0.15
per-layer routing:
metal	track usage (%)	wire [um]	part of all wire, %	up-vias
li1	-	-	-	2781
met5	0	0	0	-
met1	27.2	6320	47	2489
met3	5.13	558	4.1	8
met4	1.57	138	1.0	0
met2	29.6	6470	48	73
per-stage QoR:
step | hold slack [ns] | util (%) | cells | setup slack [ns]
after floorplan | 0.412 | - | 830 | 4.22
after global placement | 0.413 | 55.2 | 1066 | 4.07
after detailed placement | 0.418 | 55.2 | 1066 | 3.98
after CTS | 0.429 | 58.8 | 1098 | 3.96
after global routing | 0.443 | 58.8 | 1098 | 3.52
final | 0.428 | 58.8 | 1098 | 3.98
Power is estimated from default activity; no workload was simulated.
